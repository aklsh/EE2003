## flow/design.v

```verilog
`timescale 1ns/1ps
module biu (
    input clk,
    input reset,
    input [31:0] daddr,
    input [31:0] dwdata,
    input [3:0] dwe,
    output [31:0] drdata,
    output [31:0] daddr1,
    output [31:0] dwdata1,
    output [3:0]  dwe1,
    input  [31:0] drdata1,
    output [31:0] daddr2,
    output [31:0] dwdata2,
    output [3:0]  dwe2,
    input  [31:0] drdata2
);
    assign drdata = (daddr[31:14] == 0) ?  drdata1 : drdata2;
    assign dwe1 = (daddr[31:14] == 0) ? dwe : 0;
    assign dwe2 = (daddr[31:14] !== 0) ? dwe : 0;
    assign daddr1 = daddr;
    assign dwdata1 = dwdata;
    assign daddr2 = daddr;
    assign dwdata2 = dwdata;
endmodule
```

## flow/run.sh

```bash
#!/bin/bash
# OpenROAD 26Q1-2900-gdf79404cd8, Yosys 0.63+post, stock flow scripts
make -C /OpenROAD-flow-scripts/flow DESIGN_CONFIG=/design/flow/config.mk WORK_HOME=/design/flow/orfs finish
```

## flow/config.mk

```make
export PLATFORM = sky130hd
export DESIGN_NAME = biu
export DESIGN_NICKNAME = biu
export VERILOG_FILES = /design/flow/design.v
export SDC_FILE = /design/flow/constraint.sdc
export NUM_CORES = 4
export LEC_CHECK = 1
export CORE_AREA = 10 10 124 124
export DIE_AREA = 0 0 134 134
```

## flow/constraint.sdc

```tcl
current_design biu

set clk_period 11.5
set clk_io_pct 0.2

create_clock -name clk0 -period $clk_period

set non_clock_inputs [all_inputs -no_clocks]
set_input_delay [expr $clk_period * $clk_io_pct] -clock clk0 $non_clock_inputs
set_output_delay [expr $clk_period * $clk_io_pct] -clock clk0 [all_outputs]
```

==> CHANGELOG.md <==
### Metrics

* WL/cell at 14.8 um
* Iter 0 DRT Violations at 0
* Net Sw Frac at 0.163
* DP Wirelength at 5.20 mm
* Core Region at 12,700 um2
* Leak Pwr at 0.000877 uW
* Worst Path Max Fanout at 40
* Cycle use final at 0.647
* Via count at 1,156
* Crit path kind: input pin to output port
* Yosys warns at 0
* Die Wd at 134 um
* Clk network pwr share at 0
* Fillers at 1,411
* Final Cell Area at 2410 um2
* Total Routing Usage GR at 0.0541
* Registers at 0
* Max-Cap Viols at 0
* Clock buffer cells at 0
* Comb pwr share at 1.000
* Critical Path AT at 5.14 ns
* Share of post-route cells with drive strength above 1 at 0.153
* Ant diodes at 0
* Routability congestion estimate at 0.702
* CTS hold repair buffers at 0
* VDD IR max at 6.51 uV
* Fp_density at 0.127
* Seq share, synth at 0
* Finished Core Util at 0.190
* Vias in the first global route at 1,220
* Internal Pwr Total at 53.4 uW
* IO Port Bufs at 162
* Fmax at 134 MHz
* Normalized max-slew margin at 0.579
* Die Ht at 134 um
* Log Warnings at 34
* Post-Syn Instances at 179
* Worst slew pin tran at 0.631 ns
* Mean Syn Cell Area at 8.98 um2
* Area Growth Syn to Fin at 49.9%
* Vias per Instance at 3.03
* First-pass GRT wire length at 7.84 mm
* Switching Power at 10.4 uW
* Residual DRC at 0
* Die area at 18,000 um2
* Fin. Hold Viols at 0
* Setup TNS at 0 ns
* Row Count at 41
* Tmin final at 7.44 ns
* First drt pass iteration count at 1
* Status: complete, no violations
* Initial antenna violation count at 0
* CP Launch Type: input pin
* Setup Viol. Count Final at 0
* Placement Cell Area at 2410 um2
* Max-slew violations at 0
* Worst Hold Class: input pin to output port
* MI comb area at 564 um2
* Yosys stat cell total at 179
* Post-CTS setup repair buffer count at 0
* Total grt overflow at 0
* Flop area at 0 um2
* Largest net degree at the start of global routing at 41
* Final ANT Viol Nets at 0
* RSZ-0062 raised after global routing: no
* Crit end category: output port
* I/O Pins at 302
* P per Cell Area at 26.5 nW/um2
* Post-CTS Resized at 0
* Power share of the sequential group at 0
* Yosys cell types at 11
* Drt total wl at 5.62 mm
* Cell area after synthesis at 1610 um2
* Worst Path Required at 9.20 ns
* YS chip area at 1610 um2
power by group through the flow:
stage                 clock network [uW]  registers (uW)  logic, uW
after global routing                   0               0       68.8
final                                  0               0       63.9
after CTS                              0               0       65.6
path summary, 6_finish.rpt:
kind                      start         end  slack, ns  depth (start not counted)
worst max-delay path  daddr[19]  drdata[29]       4.06                          7
worst min-delay path  daddr[10]  daddr1[10]       4.60                          0
cell families after synthesis:
kind of cell,after synthesis,share of synthesized area
multiplexers,32,0.294
AND/OR/NAND/NOR,14,0.0561
buffers and inverters,133,0.650
cell usage after synthesis, drive strengths merged:
master,n,area share
and4,1,0.0055
mux2,32,0.29
and2,4,0.016
nor4,3,0.012
buf,133,0.65
or4,1,0.0047
nor3,1,0.0031
nor2b,4,0.016
cell type report:
class	instances	share of cell area
multi-input cells	46	0.234
repair buffers	163	0.676
well taps	172	0.0894
metal layers:
metal / GRT usage / vias to the layer above / share of wire
li1: - / 512 / -
met1: 0.0608 / 487 / 0.37
met2: 0.0818 / 145 / 0.43
met3: 0.0417 / 12 / 0.19
met4: 0.00665 / 0 / 0.0076
met5: 0 / - / 0
cells in the final DEF, fill, tap and decap left out:
cell,instances
mux2_1,2
nor2b_1,4
buf_4,1
and2_1,4
nor3_1,1
and4_2,1
nor4_1,3
or4_1,1
clkdlybuf4s50_1,162
mux2_4,30
worst max-delay path: stages:
cell	delay, ns
clkdlybuf4s50_1	0.43
or4_1	0.58
nor3_1	0.19
and4_2	0.23
buf_4	0.50
mux2_1	0.38
clkdlybuf4s50_1	0.47
metrics by stage:
stage / cells / hold slack (ns) / setup WS, ns / total power [uW]
final: 381 / 4.60 / 4.06 / 63.9
after global routing: 381 / 4.60 / 3.83 / 68.8
after CTS: 381 / 4.60 / 3.95 / 65.6
after detailed placement: 381 / 4.60 / 3.94 / 65.3
after global placement: 381 / 4.60 / 3.97 / 64.7
after floorplan: 179 / 4.66 / 5.54 / 34.0
Power figures rest on the tool's default switching activity, not on a simulated workload.
