**design/flow/design.v**
```verilog
module alu32 ( input [5:0] op,       
               input [31:0] rv1,     
               input [31:0] rv2,     
               output [31:0] rvout   
             );
    localparam ADD   = 6'd0;
    localparam SLL   = 6'd1;
    localparam SLT   = 6'd2;
    localparam SLTU  = 6'd3;
    localparam XOR   = 6'd4;
    localparam SRL   = 6'd5;
    localparam OR    = 6'd6;
    localparam AND   = 6'd7;
    localparam SRA   = 6'd8;
    localparam SUB   = 6'd9;
    reg [31:0] rvout_r;
    always @(op, rv1, rv2) begin
        case(op)
            ADD:
                rvout_r = rv1 + rv2;
            SUB:
                rvout_r = rv1 - rv2;
            SLL:
                rvout_r = rv1 << rv2;
            SLT:
                if ($signed(rv1) < $signed(rv2))
                    rvout_r = 32'b1;
                else
                    rvout_r = 32'b0;
            SLTU:
                if (rv1 < rv2)
                    rvout_r = 32'b1;
                else
                    rvout_r = 32'b0;
            XOR:
                rvout_r = rv1 ^ rv2;
            SRL:
                rvout_r = rv1 >> rv2;
            SRA:
                rvout_r = $signed(rv1) >>> rv2;
            OR:
                rvout_r = rv1 | rv2;
            AND:
                rvout_r = rv1 & rv2;
            default:
                rvout_r = 0;
        endcase
    end
    assign rvout = rvout_r;
endmodule
module regfile ( input [4:0] rs1,      
                 input [4:0] rs2,      
                 input [4:0] rd,       
                 input we,             
                 input [31:0] wdata,   
                 output [31:0] rv1,    
                 output [31:0] rv2,    
                 input clk             
               );
    reg [31:0] internalRegisters [0:31];
    reg [31:0] rv1_r, rv2_r;
    integer i;
    initial begin
        for (i=0;i<32;i=i+1)
            internalRegisters[i] = 32'b0;
    end
    always @(posedge clk) begin
        if (we == 1'b1)
            internalRegisters[rd] <= wdata;
    end
    always @(rs1, rs2) begin
        rv1_r = internalRegisters[rs1];
        rv2_r = internalRegisters[rs2];
    end
    assign rv1 = rv1_r;
    assign rv2 = rv2_r;
endmodule
module control ( input [31:0] idata,     
                 input reset,            
                 output dMEMToReg,       
                 output [5:0] aluOp,     
                 output [4:0] rs1,       
                 output [4:0] rs2,       
                 output [4:0] rd,        
                 output regOrImm,        
                 output regWrite         
               );
    reg dMEMToReg_r, regOrImm_r, regWrite_r, branch_r, jump_r;
    reg [5:0] aluOp_r;
    reg [4:0] rs1_r, rs2_r, rd_r;
    localparam LUI = 7'b0110111;
    localparam AUIPC = 7'b0010111;
    localparam LXX = 7'b0000011;
    localparam SXX = 7'b0100011;
    localparam IXX = 7'b0010011;
    localparam RXX = 7'b0110011;
    always @(idata) begin
        case(idata[6:0])
            LUI,
            AUIPC: begin
                dMEMToReg_r = 1'b0;
                aluOp_r = 6'd0;
                rs1_r = 5'd0;
                rs2_r = 5'd0;
                rd_r = idata[11:7];
                regOrImm_r = 1'b1;
                regWrite_r = 1'b1;
            end
            LXX: begin
                dMEMToReg_r = 1'b1;
                aluOp_r = 6'd0;
                rs1_r = idata[19:15];
                rs2_r = 5'd0;
                rd_r = idata[11:7];
                regOrImm_r = 1'b1;
                regWrite_r = 1'b1;
            end
            SXX: begin
                dMEMToReg_r = 1'b0;
                aluOp_r = 6'd0;
                rs1_r = idata[19:15];
                rs2_r = idata[24:20];
                rd_r = 5'd0;
                regOrImm_r = 1'b1;
                regWrite_r = 1'b0;
            end
            IXX: begin
                dMEMToReg_r = 1'b0;
                case (idata[14:12])
                    3'd0,    
                    3'd2,    
                    3'd3,    
                    3'd4,    
                    3'd6,    
                    3'd7:    
                        aluOp_r = {3'd0, idata[14:12]};
                    3'd1:    
                        aluOp_r = {3'd0, idata[14:12]};
                    3'd5:    
                        aluOp_r = (idata[30]) ? 6'd8:6'd5;
                    default:
                        aluOp_r = {3'd0, idata[14:12]};
                endcase
                rs1_r = idata[19:15];
                rs2_r = 5'd0;
                rd_r = idata[11:7];
                regOrImm_r = 1'b1;
                regWrite_r = 1'b1;
            end
            RXX: begin
                dMEMToReg_r = 1'b0;
                case(idata[14:12])
                    3'd1,    
                    3'd2,    
                    3'd3,    
                    3'd4,    
                    3'd6,    
                    3'd7:    
                        aluOp_r = {3'd0, idata[14:12]};
                    3'd0:    
                        aluOp_r = (idata[30]) ? 6'd9:6'd0;
                    3'd5:    
                        aluOp_r = (idata[30]) ? 6'd8:6'd5;
                    default:
                        aluOp_r = {3'd0, idata[14:12]};
                endcase
                rs1_r = idata[19:15];
                rs2_r = idata[24:20];
                rd_r = idata[11:7];
                regOrImm_r = 1'b0;
                regWrite_r = 1'b1;
            end
            default: begin  
                dMEMToReg_r = 1'b0;
                aluOp_r = 6'd0;
                rs1_r = 5'd0;
                rs2_r = 5'd0;
                rd_r = 5'd0;
                regOrImm_r = 1'b0;
                regWrite_r = 1'b0;
            end
        endcase
    end
    assign dMEMToReg = ~reset & dMEMToReg_r;
    assign aluOp = ~reset & aluOp_r;
    assign rs1 = ~reset & rs1_r;
    assign rs2 = ~reset & rs2_r;
    assign rd = ~reset & rd_r;
    assign regOrImm = ~reset & regOrImm_r;
    assign regWrite = ~reset & regWrite_r;
endmodule
module cpu ( input clk,              
             input reset,            
             output [31:0] iaddr,    
             input [31:0] idata,     
             output [31:0] daddr,    
             input [31:0] drdata,    
             output [31:0] dwdata,   
             output [3:0] dwe        
           );
    reg [31:0] iaddr;  
    wire dMEMMuxSel, immMuxSel;
    wire we_RF;
    wire [4:0] rs1_RF, rs2_RF, rd_RF;
    wire [31:0] wdata_RF, rv1_RF, rv2_RF;
    reg [31:0] drdata_RF;
    wire [5:0] op_ALU;
    wire [31:0] rv1_ALU, rv2_ALU, out_ALU;
    wire [31:0] immediate;
    reg [3:0] dwe_r;
    reg [31:0] maskedDWData_r;
    localparam LUI = 7'b0110111;
    localparam AUIPC = 7'b0010111;
    localparam LXX = 7'b0000011;
    localparam SXX = 7'b0100011;
    localparam IXX = 7'b0010011;
    localparam RXX = 7'b0110011;
    always @(posedge clk) begin
        if (reset) begin
            iaddr <= -4;
        end
        else begin
            iaddr <= iaddr + 32'd4;
        end
    end
    control cntrl(
        .idata(idata),
        .reset(reset),
        .dMEMToReg(dMEMMuxSel),
        .aluOp(op_ALU),
        .rs1(rs1_RF),
        .rs2(rs2_RF),
        .rd(rd_RF),
        .regOrImm(immMuxSel),
        .regWrite(we_RF)
    );
    immGen ig(
        .idata(idata),
        .imm(immediate)
    );
    alu32 alu(
        .op(op_ALU),
        .rv1(rv1_ALU),
        .rv2(rv2_ALU),
        .rvout(out_ALU)
    );
    regfile rf(
        .clk(clk),
        .rs1(rs1_RF),
        .rs2(rs2_RF),
        .rd(rd_RF),
        .we(we_RF),
        .wdata(wdata_RF),
        .rv1(rv1_RF),
        .rv2(rv2_RF)
    );
    assign rv1_ALU = (idata[6:0] == AUIPC) ? iaddr : rv1_RF;
    assign rv2_ALU = (immMuxSel) ? immediate : rv2_RF;
    assign wdata_RF = (dMEMMuxSel) ? drdata_RF : out_ALU;
    assign dwe = ~reset & dwe_r;
    assign daddr = out_ALU;
    assign dwdata = maskedDWData_r;
    always @(idata, daddr) begin
        if (idata[6:0] === SXX) begin
            case(idata[14:12])
                3'b000: begin
                    maskedDWData_r = {4{rv2_RF[7:0]}};      
                    case(daddr[1:0])
                        2'b00:
                            dwe_r = 4'b0001;
                        2'b01:
                            dwe_r = 4'b0010;
                        2'b10:
                            dwe_r = 4'b0100;
                        2'b11:
                            dwe_r = 4'b1000;
                    endcase
                end
                3'b001: begin
                    maskedDWData_r = {2{rv2_RF[15:0]}};      
                    case(daddr[1:0])
                        2'b00:
                            dwe_r = 4'b0011;
                        2'b10:
                            dwe_r = 4'b1100;
                        default:
                            dwe_r = 4'b0000;
                    endcase
                end
                3'b010: begin
                    maskedDWData_r = rv2_RF;
                    case(daddr[1:0])
                        2'b00:
                            dwe_r = 4'b1111;
                        default:
                            dwe_r = 4'b0000;
                    endcase
                end
                default:
                    dwe_r = 4'b0000;
            endcase
        end
        else
            dwe_r = 4'b0000;
        if (idata[6:0] === LXX) begin
            case(idata[14:12])
                3'b000: begin
                    case(daddr[1:0])
                        2'b00:
                            drdata_RF = $signed(drdata[7:0]);
                        2'b01:
                            drdata_RF = $signed(drdata[15:8]);
                        2'b10:
                            drdata_RF = $signed(drdata[23:16]);
                        2'b11:
                            drdata_RF = $signed(drdata[31:24]);
                    endcase
                end
                3'b001: begin
                    case(daddr[1:0])
                        2'b00:
                            drdata_RF = $signed(drdata[15:0]);
                        2'b10:
                            drdata_RF = $signed(drdata[31:16]);
                        default:
                            drdata_RF = 32'b0;
                    endcase
                end
                3'b010: begin
                    drdata_RF = drdata;
                end
                3'b100: begin
                    case(daddr[1:0])
                        2'b00:
                            drdata_RF = drdata[7:0];
                        2'b01:
                            drdata_RF = drdata[15:8];
                        2'b10:
                            drdata_RF = drdata[23:16];
                        2'b11:
                            drdata_RF = drdata[31:24];
                    endcase
                end
                3'b101: begin
                    case(daddr[1:0])
                        2'b00:
                            drdata_RF = drdata[15:0];
                        2'b10:
                            drdata_RF = drdata[31:16];
                        default:
                            drdata_RF = 32'b0;
                    endcase
                end
                default: begin
                    drdata_RF = 32'b0;
                end
            endcase
        end
        else
            drdata_RF = 32'b0;
    end
endmodule
module immGen ( input [31:0] idata,      
                output [31:0] imm        
              );
    localparam LUI = 7'b0110111;
    localparam AUIPC = 7'b0010111;
    localparam LXX = 7'b0000011;
    localparam SXX = 7'b0100011;
    localparam IXX = 7'b0010011;
    localparam RXX = 7'b0110011;
    reg [31:0] imm_r;
    always @(idata) begin
        case(idata[6:0])
            LUI,
            AUIPC:
                imm_r = {idata[31:12], 12'd0};
            SXX:
                imm_r = $signed({idata[31:25], idata[11:7]});
            LXX:
                imm_r = $signed(idata[31:20]);
            IXX:
                case(idata[14:12])
                    3'd0,
                    3'd2,
                    3'd3,
                    3'd4,
                    3'd6,
                    3'd7:
                        imm_r = $signed(idata[31:20]);
                    3'd1,
                    3'd5:
                        imm_r = {27'b0, idata[24:20]};
                endcase
            RXX:
                imm_r = 32'b0;
            default:
                imm_r = 32'b0;
        endcase
    end
    assign imm = imm_r;
endmodule
```
**design/flow/run.sh**
```bash
#!/bin/bash
# OpenROAD 26Q1-2900-gdf79404cd8, Yosys 0.63+post, stock flow scripts
make -C /OpenROAD-flow-scripts/flow DESIGN_CONFIG=/design/flow/config.mk WORK_HOME=/design/flow/orfs finish
```
**design/flow/config.mk**
```make
export PLATFORM = sky130hd
export DESIGN_NAME = cpu
export DESIGN_NICKNAME = cpu
export VERILOG_FILES = /design/flow/design.v
export SDC_FILE = /design/flow/constraint.sdc
export NUM_CORES = 4
export LEC_CHECK = 1
export CORE_UTILIZATION = 40
```
**design/flow/constraint.sdc**
```tcl
current_design cpu

set clk_period 105.0
set clk_io_pct 0.2

create_clock -name clk0 -period $clk_period [get_ports {clk}]

set non_clock_inputs [all_inputs -no_clocks]
set_input_delay [expr $clk_period * $clk_io_pct] -clock clk0 $non_clock_inputs
set_output_delay [expr $clk_period * $clk_io_pct] -clock clk0 [all_outputs]
```
==> qor.txt <==
Endpoints left unconstrained -> 64
CTS tree -> yes
Status -> finished clean
Routed Antenna Nets -> 0
Layout Skew -> 0.114 ns
Largest net degree at the start of global routing -> 94
Yosys warns -> 5
Reg power frac -> 45.8%
Flop2flop setup slack -> 95.28 ns
Cell count of the worst reg-to-reg path -> 30
Synth Area in XOR/XNOR -> 0.342%
Worst setup EP type -> output port
Main logic family -> AND-OR/OR-AND gates
FILL cells -> 14538
Worst hold path stage count -> 1
Worst EP arrival -> 31.92 ns
Combinational power share -> 15.7%
Post-synth EDFFs -> 1024
Via count -> 61297
Hpwl dp -> 269 mm
Critical Path Start -> idata[20]
Worst-path clk slew -> 0.06 ns
Asr flop ratio synth -> 0%
Synth Cell Area -> 64000 sq um
RSZ-0062 raised after global routing -> false
Initial antenna violation count -> 35
Top-area cell share -> 48.1%
Register pins left without a clock -> 32
Min Hold Slack -> 0.493 ns
WL final -> 387 mm
Initial DRC count -> 6566
Synth top cell by count -> edfxtp_1
Basic Gates by Area -> 15.3%
Unique masters post-synth -> 107
NetSw -> 0.000310 W
Adder Share, Synth -> 1.96%
Leakage -> 25.6 nW
All-Layer GR Usage -> 50.4%
Pre-Place Util -> 40.4%
Total die size -> 162000 sq um
Placer Congestion -> 1.09
Port bufs -> 163
Share of cells above drive strength 1 -> 13.9%
Internal power -> 0.000757 W
Max_cap viols -> 0
Number of vias per cell -> 7.15
CTS H-tree lvls -> 3
Cycle use final -> 50.4%
FP Rows -> 146
Congestion Overflow GR -> 0
Synthesized area per cell -> 10.3 sq um
Number of detailed-route iterations in the first pass -> 7
First-pass GRT wire length -> 518 mm
Die width -> 402 um
Yosys cell count -> 6195
CTS max path bufs -> 3
Largest area contributor in the netlist -> edfxtp_1
Biggest area cells -> edfxtp_1, nand2_1, mux2i_1
Post-Syn Instances -> 6195
VDD IR max -> 0.0000152 V
Core box area -> 159000 sq um
Worst Tran Pin Value -> 1.23 ns
Die Height -> 402 um
Main flop type -> edfxtp_1
HP Class -> flop to flop
Yosys reg bits -> 1086
R2R Path Start -> rf.internalRegisters[12][0]
CP required -> 84.00 ns
Chip area in the Yosys report -> 64000 sq um
Clock power share -> 38.6%
Number of global-route vias before repair -> 60480
# hold bufs at CTS -> 0
Crit path to -> dwe[3]
Resize count post-CTS -> 0
Per-cell routed wire length -> 45.2 um
I/O pin total -> 166
Tool warning count -> 91
Setup violators final -> 0
Tmin final -> 52.92 ns
Worst R2R End -> rf.internalRegisters[0][3]
Commonest cells post-synth -> edfxtp_1, nand2_1, nor2_1
Post-CTS Setup Inserts -> 0
Worst skew pair latency -> 0.81 ns
Crit Path Category -> primary input to output port
Switching share of power -> 29.0%
Max-slew headroom -> 17.6%
Max Clk Rate -> 0.0189 GHz
Most frequent CP cell -> buf_4
Max Fanout on Critical Path -> 39
Root buffer cell -> clkbuf_16
Mux frac, synth -> 8.54%
Final TNS setup -> 0 ns
Final Slew Violations -> 0
Startpoint Class -> primary input
Area grow syn2layout -> 14.9%
Drt drc -> 0
Total CTS buffers -> 111
Synth Area in Compound Gates -> 20.0%
Worst path max stage delay -> 0.69 ns
PD cells -> 14.5 nW/um^2
Slowest stage cell, crit path -> nor2_1
Final Hold Viols -> 0
## worst min-delay path by stage
stage | startpoint | to | slack (ns)
final | iaddr[2] | iaddr[2] | 0.49
after global routing | iaddr[2] | iaddr[2] | 0.52
after CTS | iaddr[2] | iaddr[2] | 0.50
## cells in the final DEF (no fill, tap or decap), drive strengths merged, types with 52 or more instances in the layout
master,n
a211oi,113
a21oi,335
a221oi,60
a31oi,105
and3,62
buf,416
clkbuf,133
clkdlybuf4s50,155
edfxtp,1024
ha,97
inv,122
mux2i,269
mux4,98
nand2,804
nand3,233
nand4,52
nor2,433
nor3,202
nor4,64
o211ai,89
o21ai,338
o221ai,69
o22ai,107
or3,52
## state kept, by name, indices dropped and copies added (netlist names)
register	flops
maskedDWData_r	32
rf.internalRegisters	1024
iaddr	30
## per-stage QoR
| stage | instance area [sq um] | worst slack, ns | power [W] | utilization, % | cells |
|---|---|---|---|---|---|
| finish | 73500 | 52.08 | 0.00107 | 46.4 | 8571 |
| global route | 73500 | 51.79 | 0.00109 | 46.3 | 8549 |
| CTS | 73500 | 52.44 | 0.00106 | 46.3 | 8537 |
| detailed placement | 69700 | 52.51 | 0.000656 | 44.0 | 8330 |
| global placement | 69700 | 52.55 | 0.000656 | 44.0 | 8329 |
| floorplan | 64000 | 56.41 | 0.000567 | - | 6196 |
## critical path, delay by kind of cell
kind	cells	cell delay, ns
buffers and inverters	10	3.84
adders and majority gates	2	0.87
and+or+nand+nor	7	2.31
muxes	1	0.23
AOI/OAI and AO/OA	14	3.56
## logic make-up (layout without fill, tap and decap cells)
group / Yosys count / count (layout)
AOI/OAI and AO/OA: 1837 / 1837
other: 1 / 36
buffers and inverters: 631 / 900
latches: 32 / 32
xor gates and xnor gates: 25 / 25
muxes: 417 / 417
adders and majority gates: 99 / 99
DFF: 1054 / 1054
and+or+nand+nor: 2099 / 2099
## metal layers
metal / vias up / part of all wire, % / wire [um] / track usage [%]
met3: 1597 / 17 / 66900 / 34.6
met1: 29575 / 31 / 122000 / 56.0
met4: 88 / 9.7 / 37600 / 35.7
li1: 24580 / - / - / -
met5: - / 0.73 / 2830 / 15.1
met2: 5457 / 41 / 158000 / 67.2
## layout make-up
type                            instances  area [sq um]  area share [%]
Clock inverter                         75           878            1.19
Clock buffer                          132          2860            3.88
Sequential cell                      1086         31800            43.3
Antenna cell                           34          85.1           0.116
Timing Repair Buffer                  572          4740            6.45
Multi-Input combinational cell       4479         30100            40.9
Inverter                              121           454           0.618
Tap cell                             2072          2590            3.52
## power groups by stage
stage	logic [W]	registers, W	clock network, W
6_report	0.000167	0.000488	0.000412
5_1_grt	0.000171	0.000488	0.000427
4_1_cts	0.000160	0.000487	0.000412
No activity file was given, so power comes from the tool's default toggle rates.
