==> flow/design.v <==
module dummydecoder ( input [31:0] instr,   
                      output [5:0] op,      
                      output [4:0] rs1,     
                      output [4:0] rs2,     
                      output [4:0] rd,      
                      input  [31:0] r_rv2,  
                      output [31:0] rv2,    
                      output we             
                    );
    reg [31:0] rv2_r;
    reg [5:0] op_r;
    localparam IMM_type = 1'b0;
    localparam REG_type = 1'b1;
    wire [2:0] funct3_w;
    assign funct3_w = instr[14:12];
    wire [31:0] immediate_w;
    assign immediate_w = {{20{instr[31]}}, instr[31:20]};  
    wire [31:0] shamt_w;
    assign shamt_w = {{27{1'b0}}, instr[24:20]};  
    always @(instr, r_rv2) begin
        case (instr[5])
            IMM_type: begin
                case (funct3_w)
                    3'd0,
                    3'd2,
                    3'd3,
                    3'd4,
                    3'd6,
                    3'd7: begin
                        op_r = {3'd0, funct3_w};
                        rv2_r = immediate_w;
                    end
                    3'd1: begin
                        op_r = {3'd0, funct3_w};
                        rv2_r = shamt_w;
                    end
                    3'd5: begin
                        op_r = (instr[30]) ? 6'd8:6'd5;
                        rv2_r = shamt_w;
                    end
                    default: begin
                        op_r = {3'd0, funct3_w};
                        rv2_r = immediate_w;
                    end
                endcase
            end
            REG_type: begin
                rv2_r = r_rv2;
                case(funct3_w)
                    3'd1,
                    3'd2,
                    3'd3,
                    3'd4,
                    3'd6,
                    3'd7:
                        op_r = {3'd0, funct3_w};
                    3'd0:
                        op_r = (instr[30]) ? 6'd9:6'd0;
                    3'd5:
                        op_r = (instr[30]) ? 6'd8:6'd5;
                    default:
                        op_r = {3'd0, funct3_w};
                endcase
            end
        endcase
    end
    assign op = op_r;
    assign rv2 = rv2_r;
    assign rs1 = instr[19:15];
    assign rs2 = instr[24:20];
    assign rd = instr[11:7];
    assign we = 1'b1;      
endmodule
==> flow/run.sh <==
#!/bin/bash
# OpenROAD 26Q1-2900-gdf79404cd8, Yosys 0.63+post, stock flow scripts
make -C /OpenROAD-flow-scripts/flow DESIGN_CONFIG=/design/flow/config.mk WORK_HOME=/design/flow/orfs finish
==> flow/config.mk <==
export PLATFORM = sky130hd
export DESIGN_NAME = dummydecoder
export DESIGN_NICKNAME = dummydecoder
export VERILOG_FILES = /design/flow/design.v
export SDC_FILE = /design/flow/constraint.sdc
export NUM_CORES = 4
export LEC_CHECK = 1
export CORE_AREA = 10 10 70 70
export DIE_AREA = 0 0 80 80
==> flow/constraint.sdc <==
current_design dummydecoder

set clk_period 2.2
set clk_io_pct 0.2

create_clock -name clk0 -period $clk_period

set non_clock_inputs [all_inputs -no_clocks]
set_input_delay [expr $clk_period * $clk_io_pct] -clock clk0 $non_clock_inputs
set_output_delay [expr $clk_period * $clk_io_pct] -clock clk0 [all_outputs]
==> run_results.csv <==
group,metric,value,unit
critical_path,worstSetupStartpointType,"input pin",
timing,finalSetupTns,0,ps
routing,wl,3090,um
synthesis,yosys_cells,104,
synthesis,top_area_cell,"o21ai_2",
flow_run,drv_cap,0,
synthesis,syn_inst,104,
pwr,swShare,28.1,%
floorplanning,die_y,80,um
flow_run,warning_count,39,
clocking,hold_buffers,0,
routing,drtIter0Drc,17,
outcome,outcome,"finished, final reports clean",
synthesis,area_leaders,"o21ai_2 25%, buf_4 20%, nand2_1 15%",
pwr,pwr-share-clk,0,%
routing,routed-via-count,891,
timing,finalCritPeriodShare,95.2,%
synthesis,synth_area,707,um^2
synthesis,synth_cell_types,17,
clocking,cts_post_setup_buffers_inserted,0,
finish,mostFrequentLayoutCell,"clkdlybuf4s50_1",
grt,grt_max_degree,23,
pwr,irDropWorstVdd,0.0813,mV
floorplanning,core_region_area,3420,um^2
finish,final_layout_top_logic_cells,"81 x clkdlybuf4s50_1, 28 x nand2_1, 21 x o21ai_2",
synthesis,ys_warn_count,1,
routing,num_antenna_cells,0,
floorplanning,dieArea,6400,um^2
critical_path,required,1760,ps
timing,fin_hold_ws,880,ps
finish,clkbuf_count,0,
finish,drive_gt1_share,19.8,%
pwr,power_frac_comb,100.0,%
synthesis,ys_seq_share,0,%
pwr,p_leak,0.671,nW
pwr,total_power,0.000300,W
finish,n_fill_cell,338,
pwr,power.internal,0.000215,W
grt,grtUsageTotal,9.07,%
timing,hold_viol,0,
critical_path,cp.arrival,1650,ps
grt,grt_first_pass_wirelength,4900,um
critical_path,critPathKind,"input pin to output port",
floorplanning,die_w,80,um
routing,wire_per_inst,13.9,um
grt,overflow,0,
routing,post-route-drc-count,0,
timing,fmax,478,MHz
timing,setup_viol,0,
timing,setup_slack,106,ps
synthesis,syn_avg_cell_area,6.80,um^2
grt,antenna_found_initial,0,
routing,drt-pass1-iter-count,2,
routing,via_per_inst,4.00,
critical_path,cp_max_fo,3,
finish,ff_count,0,
synthesis,ys_area,707,um^2
synthesis,top_area_share,24.8,%
floorplanning,ios,118,
placement,dp_hpwl,2700,um
timing,rsz0062_at_grt,"no",
floorplanning,fp_util,20.7,%
floorplanning,core.rowCount,21,
finish,seq_area,0,um^2
placement,dp_worst_setup_slack,-238,ps
pwr,switchingPower,0.0000841,W
placement,io_buffers,89,
placement,gp_congestion,0.746,
timing,slew_violations,0,
finish,syn2layout_area_growth,123,%
pwr,p_per_area,190,nW/um^2
pwr,p_seq_share,0,%
routing,ant_nets,0,
critical_path,crit_path_end_kind,"output port",
min_path,hp-class,"input pin to output port",
timing,period_needed,2090,ps
grt,grt_pass1_vias,972,
layout make-up:
cell class                 instances  area [um^2]  share of cell area [%]
timing repair buffer             100         1020                    64.7
multi-input combinational         77          499                    31.6
tap                               46         57.6                    3.65
per-stage QoR:
stage / instances / area (um^2) / utilization (%)
global route: 223 / 1580 / 46.2
floorplan: 105 / 711 / -
finish: 223 / 1580 / 46.2
CTS: 222 / 1540 / 45.1
detailed placement: 222 / 1540 / 45.0
global placement: 222 / 1540 / 45.0
critical path, stage by stage:
cell,delay (ps)
clkdlybuf4s50_1,470
buf_4,110
a21boi_1,150
clkdlybuf4s50_1,480
final timing paths:
path                       from  endpoint  cells after the start
worst max-delay path  instr[14]     op[2]                      4
worst min-delay path   instr[8]     rd[1]                      0
per-layer routing:
layer	vias up	global-route usage (%)	part of all wire (%)
met5	-	0	0
met4	0	0.704	0.52
met3	2	3.98	12
met2	44	15.9	52
met1	375	10.3	36
li1	470	-	-
synthesized netlist by cell type:
library cell	number
nand2_1	28
o21ai_2	20
buf_4	19
nand2b_1	7
o21ai_1	7
buf_2	5
mux2_1	5
a21boi_1	2
buf_12	2
conb_1	2
a2bb2oi_1	1
and3b_1	1
buf_6	1
clkbuf_1	1
nor2b_1	1
nor2b_4	1
or3b_1	1
power by group through the flow:
stage     combinational [W]  sequential [W]  clock, W
4_1_cts            0.000302               0         0
6_report           0.000300               0         0
5_1_grt            0.000330               0         0
repair_timing:
item | 4_1_cts | 5_1_grt
pin swaps | 1 | 0
cloned | 0 | 1
resized | 6 | 14
endpoints found under the hold margin | 0 | 0
endpoints found under the setup margin | 35 | 30
cell families after synthesis:
kind of cell | synth area share, %
AND/OR/NAND/NOR | 26.4
AND-OR/OR-AND | 33.1
buffers and inverters | 31.5
multiplexers | 7.96
other | 1.06
No activity file was given, so power comes from the tool's default toggle rates.
